--- flow/design.v ---
module alu(
    input      [15:0] A,
    input      [15:0] B,
    input      [5:0]  ALUOp,
    output reg [15:0] Result,
    output reg ALUdone
);
    wire [2:0] func = ALUOp[2:0];
    wire [15:0] sum_result;
    wire cout;
    CSA16 csa (
        .A(A),
        .B(func == 3'b001 ? ~B : B),
        .Cin(func == 3'b001),
        .Sum(sum_result),
        .Cout(cout)
    );
    wire [31:0] mul_result;
    Mul16_Karatsuba_Comb mul (
        .X(A),
        .Y(B),
        .P(mul_result)
    );
    wire [15:0] div_result;
    Divider16_QuotientOnly_Comb div (
        .Dividend(A),
        .Divisor(B),
        .Quotient(div_result)
    );
    always @(*) begin
        case (func)
            3'b000: Result = sum_result;                     
            3'b001: Result = sum_result;                     
            3'b010: Result = mul_result[15:0];               
            3'b011: Result = (B != 0) ? div_result : 16'hFFFF;  
            default: Result = sum_result;                    
        endcase
        ALUdone = 1'b1;  
    end
endmodule
module FullAdder (
    input  a,
    input  b,
    input  cin,
    output sum,
    output cout
);
    wire axb;
    assign axb  = a ^ b;
    assign sum  = axb ^ cin;
    assign cout = (a & b) | (b & cin) | (a & cin);
endmodule
module RippleAdder4 (
    input  [3:0] A,
    input  [3:0] B,
    input        Cin,
    output [3:0] Sum,
    output       Cout
);
    wire [3:0] c;
    FullAdder fa0 (
        .a(A[0]), .b(B[0]), .cin(Cin),
        .sum(Sum[0]), .cout(c[0])
    );
    FullAdder fa1 (
        .a(A[1]), .b(B[1]), .cin(c[0]),
        .sum(Sum[1]), .cout(c[1])
    );
    FullAdder fa2 (
        .a(A[2]), .b(B[2]), .cin(c[1]),
        .sum(Sum[2]), .cout(c[2])
    );
    FullAdder fa3 (
        .a(A[3]), .b(B[3]), .cin(c[2]),
        .sum(Sum[3]), .cout(Cout)
    );
endmodule
module CSA4 (
    input  [3:0] A,
    input  [3:0] B,
    input        Cin_sel,   
    output [3:0] Sum,
    output       Cout
);
    wire [3:0] sum0, sum1;
    wire       c0, c1;
    RippleAdder4 r0 (
        .A(A), .B(B), .Cin(1'b0),
        .Sum(sum0), .Cout(c0)
    );
    RippleAdder4 r1 (
        .A(A), .B(B), .Cin(1'b1),
        .Sum(sum1), .Cout(c1)
    );
    assign Sum  = Cin_sel ? sum1 : sum0;
    assign Cout = Cin_sel ? c1 : c0;
endmodule
module CSA16 (
    input  [15:0] A,
    input  [15:0] B,
    input         Cin,
    output [15:0] Sum,
    output        Cout
);
    wire [2:0] c_sel;
    CSA4 blk0 (
        .A(A[3:0]),   .B(B[3:0]),   .Cin_sel(Cin),       .Sum(Sum[3:0]),   .Cout(c_sel[0])
    );
    CSA4 blk1 (
        .A(A[7:4]),   .B(B[7:4]),   .Cin_sel(c_sel[0]),   .Sum(Sum[7:4]),   .Cout(c_sel[1])
    );
    CSA4 blk2 (
        .A(A[11:8]),  .B(B[11:8]),  .Cin_sel(c_sel[1]),   .Sum(Sum[11:8]),  .Cout(c_sel[2])
    );
    CSA4 blk3 (
        .A(A[15:12]), .B(B[15:12]), .Cin_sel(c_sel[2]),   .Sum(Sum[15:12]), .Cout(Cout)
    );
endmodule
module Mul8_ShiftAdd_Comb (
    input  [7:0] A,
    input  [7:0] B,
    output [15:0] P
);
    wire [15:0] partial [7:0];
    assign partial[0] = B[0] ? {8'b0, A} : 16'b0;
    assign partial[1] = B[1] ? {7'b0, A, 1'b0} : 16'b0;
    assign partial[2] = B[2] ? {6'b0, A, 2'b0} : 16'b0;
    assign partial[3] = B[3] ? {5'b0, A, 3'b0} : 16'b0;
    assign partial[4] = B[4] ? {4'b0, A, 4'b0} : 16'b0;
    assign partial[5] = B[5] ? {3'b0, A, 5'b0} : 16'b0;
    assign partial[6] = B[6] ? {2'b0, A, 6'b0} : 16'b0;
    assign partial[7] = B[7] ? {1'b0, A, 7'b0} : 16'b0;
    assign P = partial[0] + partial[1] + partial[2] + partial[3] +
               partial[4] + partial[5] + partial[6] + partial[7];
endmodule
module Mul16_Karatsuba_Comb (
    input  [15:0] X,
    input  [15:0] Y,
    output [31:0] P
);
    wire [7:0] XH = X[15:8], XL = X[7:0];
    wire [7:0] YH = Y[15:8], YL = Y[7:0];
    wire [15:0] Z0, Z2, Z01;
    wire [8:0] sumX = XH + XL;
    wire [8:0] sumY = YH + YL;
    Mul8_ShiftAdd_Comb mul_z0 (
        .A(XL), .B(YL), .P(Z0)
    );
    Mul8_ShiftAdd_Comb mul_z2 (
        .A(XH), .B(YH), .P(Z2)
    );
    Mul8_ShiftAdd_Comb mul_z01 (
        .A(sumX[7:0]), .B(sumY[7:0]), .P(Z01)  
    );
    wire [17:0] Z0_ext  = {2'b0, Z0};
    wire [17:0] Z2_ext  = {2'b0, Z2};
    wire [17:0] Z01_ext = {2'b0, Z01};
    wire [17:0] Z1 = Z01_ext - Z0_ext - Z2_ext;
    assign P = (Z2 << 16) + (Z1 << 8) + Z0;
endmodule
module Divider16_QuotientOnly_Comb (
    input  [15:0] Dividend,
    input  [15:0] Divisor,
    output [15:0] Quotient
);
    wire [15:0] rem_stage [0:16];
    wire [15:0] div_stage [0:16];
    wire [15:0] quo_stage [0:16];
    assign rem_stage[0] = 16'b0;
    assign div_stage[0] = Dividend;
    assign quo_stage[0] = 16'b0;
    genvar i;
    generate
        for (i = 0; i < 16; i = i + 1) begin : division_stages
            wire [15:0] shifted_rem = {rem_stage[i][14:0], div_stage[i][15]};
            wire [15:0] shifted_div = {div_stage[i][14:0], 1'b0};
            wire [15:0] sub_result = shifted_rem - Divisor;
            assign quo_stage[i+1] = (sub_result[15]) ? 
                                   {quo_stage[i][14:0], 1'b0} : 
                                   {quo_stage[i][14:0], 1'b1};
            assign rem_stage[i+1] = (sub_result[15]) ? 
                                   shifted_rem : 
                                   sub_result;
            assign div_stage[i+1] = shifted_div;
        end
    endgenerate
    assign Quotient = (Divisor == 16'b0) ? 16'hFFFF : quo_stage[16];
endmodule
module control(
    input        clk,
    input        reset,
    input        ALUdone,
    input  [2:0] opcode,
    output reg [5:0] ALUOp,
    output reg   AluSrc,
    output reg   MemToReg,
    output reg   MemWrite,
    output reg   RegDst,
    output reg   RegWrite,
    output reg   done,
    output reg   ready,
    output reg [15:0] pc,
    output       [15:0] instr_addr,
    output       s0,
    output       s1,
    output       s2,
    output       s3,
    output       s4
);
    localparam S_FETCH  = 5'b00001;
    localparam S_DECODE = 5'b00010;
    localparam S_EXEC   = 5'b00100;
    localparam S_MEM    = 5'b01000;
    localparam S_WB     = 5'b10000;
    reg [4:0] state, next_state;
    wire is_add   = (opcode == 3'b000);
    wire is_sub   = (opcode == 3'b001);
    wire is_mul   = (opcode == 3'b010);
    wire is_div   = (opcode == 3'b011);
    wire is_load  = (opcode == 3'b100);
    wire is_store = (opcode == 3'b101);
    wire is_rtype = is_add | is_sub | is_mul | is_div;
    wire is_mtype = is_load | is_store;
    always @(*) begin
        case (state)
            S_FETCH:  next_state = S_DECODE;
            S_DECODE: next_state = S_EXEC;
            S_EXEC:   if (ALUdone) begin
                          if (is_rtype) next_state = S_WB;
                          else if (is_mtype) next_state = S_MEM;
                          else next_state = S_FETCH;
                      end
            S_MEM:    next_state = is_load ? S_WB : S_FETCH;
            S_WB:     next_state = S_FETCH;
            default:  next_state = S_FETCH;
        endcase
    end
    always @(posedge clk or posedge reset) begin
        if (reset)
            state <= S_FETCH;
        else
            state <= next_state;
    end
    assign s0 = state[0];  
    assign s1 = state[1];  
    assign s2 = state[2];  
    assign s3 = state[3];  
    assign s4 = state[4];  
    always @(posedge clk or posedge reset) begin
        if (reset) begin
            ALUOp <= 6'b000000;
            pc <= 16'h0000;
        end else begin
            if (state == S_DECODE)
                ALUOp <= is_rtype ? {3'b000, opcode} : (is_mtype ? 6'b000000 : 6'b000000);
            else if (state == S_FETCH)
                ALUOp <= 6'b000000;
            if (done)
                pc <= pc + 1;
        end
    end
    always @(*) begin
        AluSrc = (state == S_EXEC) && is_mtype;
        MemWrite = (state == S_MEM) && is_store;
        RegWrite = (state == S_WB) && (is_rtype || is_load);
        MemToReg = (state == S_WB) && is_load;
        RegDst = (state == S_WB) && is_rtype;
        done = ((state == S_WB) && (is_rtype || is_load)) || ((state == S_MEM) && is_store);
        ready = done;
    end
    assign instr_addr = pc;
endmodule
module cpu(
    input         clk,
    input         reset,
    output [15:0] pc,
    output [15:0] instruction,
    output [15:0] rf0,
    output [15:0] rf1,
    output [15:0] rf2,
    output [15:0] rf3,
    output        ready
);
    wire [5:0]  ALUOp;
    wire        AluSrc, MemToReg, RegDst, RegWrite, MemWrite, done;
    wire [15:0] instr_addr;
    wire [2:0]  opcode;
    wire [1:0]  rd_addr, rs1_addr, rs2_addr;
    wire [8:0]  imm_lo;
    wire [15:0] rs1_data, rs2_data, imm_ext, alu_b, alu_result, mem_read_data, wb_data;
    wire        fetch, decode, exec, mem_stage, wb_stage;
    wire        is_load = (opcode == 3'b100);
    wire        is_store = (opcode == 3'b101);
    reg [15:0] addr_buf;
    reg [15:0] mem_data_buf;
    always @(posedge clk or posedge reset) begin
        if (reset)
            addr_buf <= 16'b0;
        else if (exec)
            addr_buf <= alu_result;
    end
    always @(posedge clk or posedge reset) begin
        if (reset)
            mem_data_buf <= 16'b0;
        else if (mem_stage && is_load)
            mem_data_buf <= mem_read_data;
    end
    control ctrl(
        .clk(clk), .reset(reset), .ALUdone(1'b1), .opcode(opcode),
        .ALUOp(ALUOp), .AluSrc(AluSrc), .MemToReg(MemToReg),
        .MemWrite(MemWrite), .RegDst(RegDst), .RegWrite(RegWrite),
        .done(done), .ready(ready),
        .pc(pc), .instr_addr(instr_addr),
        .s0(fetch), .s1(decode), .s2(exec), .s3(mem_stage), .s4(wb_stage)
    );
    wire [15:0] mem_addr = (fetch || decode) ? instr_addr : addr_buf;
    memory mem(
        .clk(clk), .MemWrite(MemWrite),
        .addr(mem_addr), .write_data(rs2_data),
        .read_data(mem_read_data)
    );
    instrreg ir(
        .clk(clk), .reset(reset), .en(fetch), .instr_in(mem_read_data),
        .opcode(opcode), .rd(rd_addr), .rs1(rs1_addr), .rs2(rs2_addr), .imm_lo(imm_lo)
    );
    wire [1:0] real_rs2 = is_store ? rd_addr : rs2_addr;
    regfile rf(
        .clk(clk), .write_enable(RegWrite),
        .rs1_addr(rs1_addr), .rs2_addr(real_rs2), .rd_addr(rd_addr),
        .rd_data(wb_data), .rs1_data(rs1_data), .rs2_data(rs2_data),
        .reg0_out(rf0), .reg1_out(rf1), .reg2_out(rf2), .reg3_out(rf3)
    );
    immgen ig(.imm_in(imm_lo), .imm_out(imm_ext));
    Mux2 alu_mux(.in0(rs2_data), .in1(imm_ext), .sel(AluSrc), .out(alu_b));
    alu alu_unit(.A(rs1_data), .B(alu_b), .ALUOp(ALUOp), .Result(alu_result), .ALUdone());
    WB_Mux wbm(.alu_data(alu_result), .mem_data(mem_data_buf), .sel(MemToReg), .wb_data(wb_data));
    assign instruction = mem_read_data;
endmodule
module immgen(
    input  [8:0]  imm_in,
    output [15:0] imm_out
);
    assign imm_out = {{7{imm_in[8]}}, imm_in};
endmodule
module instrreg(
    input         clk,
    input         reset,
    input         en,
    input  [15:0] instr_in,
    output [2:0]  opcode,
    output [1:0]  rd,
    output [1:0]  rs1,
    output [1:0]  rs2,
    output [8:0]  imm_lo
);
    reg [15:0] IR;
    always @(posedge clk or posedge reset) begin
        if (reset)
            IR <= 16'b0;
        else if (en)
            IR <= instr_in;
    end
    assign opcode = IR[15:13];
    assign rd     = IR[12:11];
    assign rs1    = IR[10:9];
    assign rs2    = IR[8:7];
    assign imm_lo = IR[8:0];
endmodule
module memory(
    input              clk,
    input              MemWrite,
    input      [15:0]  addr,
    input      [15:0]  write_data,
    output reg [15:0]  read_data
);
    reg [15:0] mem_array [0:255];  
    always @(posedge clk) begin
        if (MemWrite)
            mem_array[addr] <= write_data;
    end
    always @(*) begin
        read_data = mem_array[addr];
    end
endmodule
module Mux2(
    input  [15:0] in0,
    input  [15:0] in1,
    input         sel,
    output [15:0] out
);
    assign out = sel ? in1 : in0;
endmodule
module regfile(
    input             clk,
    input             write_enable,
    input      [1:0]  rs1_addr,
    input      [1:0]  rs2_addr,
    input      [1:0]  rd_addr,
    input      [15:0] rd_data,
    output reg [15:0] rs1_data,
    output reg [15:0] rs2_data,
    output     [15:0] reg0_out,
    output     [15:0] reg1_out,
    output     [15:0] reg2_out,
    output     [15:0] reg3_out
);
    reg [15:0] regs [0:3];
    always @(posedge clk) begin
        if (write_enable && rd_addr != 2'b00)
            regs[rd_addr] <= rd_data;
    end
    always @(*) begin
        rs1_data = regs[rs1_addr];
        rs2_data = regs[rs2_addr];
    end
    assign reg0_out = regs[0];
    assign reg1_out = regs[1];
    assign reg2_out = regs[2];
    assign reg3_out = regs[3];
endmodule
module WB_Mux(
    input  [15:0] alu_data,
    input  [15:0] mem_data,
    input         sel,
    output [15:0] wb_data
);
    assign wb_data = sel ? mem_data : alu_data;
endmodule
--- flow/run.sh ---
#!/bin/bash
# OpenROAD 26Q1-2900-gdf79404cd8, Yosys 0.63+post, stock flow scripts
make -C /OpenROAD-flow-scripts/flow DESIGN_CONFIG=/design/flow/config.mk WORK_HOME=/design/flow/orfs finish
--- flow/config.mk ---
export PLATFORM = sky130hd
export DESIGN_NAME = cpu
export DESIGN_NICKNAME = cpu
export VERILOG_FILES = /design/flow/design.v
export SDC_FILE = /design/flow/constraint.sdc
export NUM_CORES = 4
export LEC_CHECK = 1
export CORE_UTILIZATION = 40
export SYNTH_MEMORY_MAX_BITS = 65536
--- flow/constraint.sdc ---
current_design cpu

set clk_period 71.8
set clk_io_pct 0.2

create_clock -name clk0 -period $clk_period [get_ports {clk}]

set non_clock_inputs [all_inputs -no_clocks]
set_input_delay [expr $clk_period * $clk_io_pct] -clock clk0 $non_clock_inputs
set_output_delay [expr $clk_period * $clk_io_pct] -clock clk0 [all_outputs]
==> notes.md <==
For the final database, setup skew stands at 0.06783 ns. Worst hold path class: flop to flop. The worst setup path is launched from a flop. The area of all sequential standard cells was 126500 um2. Timing would allow up to 0.01656 GHz. In the setup report, the worst path falls into the class flop to flop. For this block, the routed nets add up to 525200 um of wire. The library cell occupying the most area in the post-synthesis netlist is sky130_fd_sc_hd__edfxtp_1. The number of warnings in the stage logs was 59; the per-instance average area after synthesis was 15.33 um2. In this run the clock root is driven by a sky130_fd_sc_hd__clkbuf_16. Ratio of routed vias to standard cells: 5.984.

Per the repair_timing log after CTS, setup buffers inserted total 0. The clock-pin slew of the registers on the worst-case setup and hold paths works out to 0.06 ns. Detailed-route iteration 0 reported a violation count of 7357.

Counting tap cells, the placed design contains a total of 17090 instances. The insertion delay to the later sink of the worst-skew pair is 1.01 ns, and the post-layout utilization of the core is 46.04%.

The final period demand of the worst path came out at 60.39 ns. For reference, the final report shows the hold violation count at 0. For the initial antenna violation count, the log shows 16.

Setup repair after global routing left no endpoint under its margin. With the required time of the critical path at 72.46 ns, the flop and latch count out of synthesis is 4224. The final weighted congestion recorded by global placement is 0.9708. The tools report the via count of the first global-routing pass as 111100. Entering global routing, the biggest net connects 144 pins.

For the row count, the log shows 241. The worst-case max-slew headroom was logged as -6.250%. For the post-CTS resize count, the log shows 0. The mapped netlist covers 173100 um2. Yosys warning tally: 8. Compared with the post-synthesis result, the final layout area differs by 14.59%. In the synthesized netlist, the cells that appear most often are sky130_fd_sc_hd__edfxtp_1, sky130_fd_sc_hd__a22oi_1, sky130_fd_sc_hd__a21oi_1.

For reference, the top cells by area after synthesis are sky130_fd_sc_hd__edfxtp_1, sky130_fd_sc_hd__a22oi_1, sky130_fd_sc_hd__a21oi_1. CTS built an H-tree with a depth of 5. TritonCTS built the clock tree. The final layout report lists a filler cell count of 35440.

For this design, the CTS-stage hold fixing added 0 buffers. The type of element capturing the critical path is a flop. The cell area after layout came out at 198400 um2. The checks that failed: capacitance limit, slew limit. The routed layout has 106800 vias. The global-route usage over all layers is 25.97%. Global routing finished with a remaining overflow of 0. The longest incremental delay of any stage on the critical path is reported as 0.90 ns. For the pin with the worst max-slew slack, the measured transition is 1.579 ns. 99 I/O pins were placed. From the final report, the count of setup violators was given as 0. The ratio of cells with drive above 1 in the final layout came out at 13.36%.

The first global-routing pass estimated 754200 um of wire. With the number of enable flip-flop cells at 4160, the final number of max-transition violations is 2. The cell that appears most often on the critical path is sky130_fd_sc_hd__o21ai_0.

With the footprint of the multi-input gates at 43820 um2, the DRC violation count after routing is 0. The count of buffers inserted at the top-level ports works out to 98. Measured along the y axis, the die boundary spans 659.9 um. The number of buffers between clock root and the deepest sink was 4.

Counting distinct cell types in the post-synthesis netlist gives 95. The total CTS buffers came out at 406. The wire-length estimate of the detail-placed layout is 319100 um. The largest fanout of any net on the critical path is 29. The post-synthesis sequential area ratio is 73.08%. The run gives 435500 um2 for the area of the die.

The wire length per cell after detailed routing is 29.41 um, and the number of antenna-violating nets in the routed design is 0. The run gives 185000 um2 as the post-place instance area. For the first-pass iteration count of the detailed router, the log shows 8. Sorting the synthesis cell report by count puts at the top sky130_fd_sc_hd__edfxtp_1. The logs give 173100 um2 for the chip area from the yosys synthesis statistics and 17860 for the final cell count without fillers.

The starting density of the core was 40.18%. Dividing the final minimum period by the clock period gives 84.11%. The commonest register cell is sky130_fd_sc_hd__edfxtp_1.

The core region is 430900 um2. The final-layout setup total negative slack is 0 ns. The tools report the yosys cell count as 11300.

According to the timing report, the arrival time at the worst endpoint equals 61.05 ns. Yosys reports that the leading cell type by area covers 72.15% of the netlist area.

Yosys reported that registers with async set or reset make up 1.515%. The max-cap check violation count was 1. The tools report the instance tally after logic synthesis as 11300. For this design, the slowest cell found on the critical path is sky130_fd_sc_hd__dfstp_2. Die boundary width: 659.9 um. The run gives 4224 as the clock sink count. The flow ran to the end, but the final reports show violations.
[placed cells by master (no fill, tap or decap), types with 84 or more instances in the layout]
cell type / n
sky130_fd_sc_hd__fa_1: 93
sky130_fd_sc_hd__clkbuf_1: 84
sky130_fd_sc_hd__a21oi_1: 1008
sky130_fd_sc_hd__a22oi_1: 1556
sky130_fd_sc_hd__inv_1: 266
sky130_fd_sc_hd__clkdlybuf4s50_1: 98
sky130_fd_sc_hd__nand2_1: 353
sky130_fd_sc_hd__a22o_1: 248
sky130_fd_sc_hd__ha_1: 342
sky130_fd_sc_hd__nor2_2: 149
sky130_fd_sc_hd__buf_4: 664
sky130_fd_sc_hd__nor4_1: 194
sky130_fd_sc_hd__a221oi_1: 249
sky130_fd_sc_hd__o22ai_1: 222
sky130_fd_sc_hd__nor2_1: 400
sky130_fd_sc_hd__xnor2_1: 218
sky130_fd_sc_hd__edfxtp_1: 4160
sky130_fd_sc_hd__clkbuf_16: 412
sky130_fd_sc_hd__clkinv_1: 90
sky130_fd_sc_hd__o21ai_0: 245
[kinds of logic (layout without fill, tap and decap cells)]
kind of cell,Yosys count,count (layout),share of synthesized area (%)
AOI/OAI and AO/OA,3782,3782,14.85
xor gates and xnor gates,278,278,1.460
adders and majority gates,435,435,3.547
buffers and inverters,991,1809,2.167
DFF,4224,4224,73.08
muxes,162,162,1.099
other,1,33,0.002166
and+or+nand+nor,1423,1423,3.796
[critical path: cells and delay by family (launching register included)]
family / cells / cell delay [ns]
AOI/OAI and AO/OA: 151 / 26.89
and+or+nand+nor: 89 / 14.52
muxes: 10 / 3.92
buffers and inverters: 16 / 3.94
adders and majority gates: 15 / 4.40
DFF: 1 / 0.90
xor gates and xnor gates: 21 / 5.34
[stage by stage]
step	hold WS (ns)	setup slack, ns
floorplan	0.4243	7.854
global placement	0.4647	12.05
detailed placement	0.4702	11.71
CTS	0.4854	11.45
global route	0.5070	4.906
finish	0.4812	11.41
[sequential cells by signal, indices dropped and copies added, names as in the netlist]
signal and flops:
rf.regs 64, ctrl.pc 16, ir.IR 16, mem.mem_array 4096
ctrl.state 5, ctrl.ALUOp 3, addr_buf 8, mem_data_buf 16
[final timing paths]
path,from,end,slack (ns),cells after the start
max,ctrl.state[0]$_DFF_PP1_,rf.regs[2][0]$_DFFE_PP_,11.41,302
min,ctrl.pc[15]$_DFFE_PP0P_,ctrl.pc[15]$_DFFE_PP0P_,0.48,1
max reg2reg,ctrl.state[0]$_DFF_PP1_,rf.regs[2][0]$_DFFE_PP_,11.41,302
min reg2reg,ctrl.pc[15]$_DFFE_PP0P_,ctrl.pc[15]$_DFFE_PP0P_,0.48,1
max in group asynchronous,reset,addr_buf[5]$_DFFE_PP0P_,57.12,3
min in group asynchronous,reset,ctrl.pc[10]$_DFFE_PP0P_,13.68,2
[cell type report]
cell class / count / area share, %
antenna: 17 / 0.02144
tap: 5710 / 3.601
clock inverter: 253 / 1.380
clock buffer: 496 / 5.356
timing repair buffer: 787 / 3.259
sequential: 4224 / 63.78
multi-input combinational: 6096 / 22.09
inverter: 273 / 0.5172
[per-layer routing]
| metal | track usage (%) | vias up | share of wire [%] |
|---|---|---|---|
| li1 | - | 46400 | - |
| met1 | 29.11 | 52120 | 32 |
| met5 | 3.391 | - | 0.32 |
| met4 | 8.569 | 44 | 4.3 |
| met2 | 36.51 | 7289 | 44 |
| met3 | 22.13 | 1000 | 19 |
